==> design/flow/design.v <==
module KB_data_binary_conv(data_kb,binary_data);
input [7:0] data_kb;
output reg [3:0] binary_data;
always @(data_kb)
begin
	if(data_kb == 8'h45)
		binary_data = 4'b0000;
	else if(data_kb == 8'h16)
		binary_data = 4'b0001;
	else if(data_kb == 8'h1E)
		binary_data = 4'b0010;
	else if(data_kb == 8'h26)
		binary_data = 4'b0011;
	else if(data_kb == 8'h25)
		binary_data = 4'b0100;
	else if(data_kb == 8'h2E)
		binary_data = 4'b0101;
	else if(data_kb == 8'h36)
		binary_data = 4'b0110;
	else if(data_kb == 8'h3D)
		binary_data = 4'b0111;
	else if(data_kb == 8'h3E)
		binary_data = 4'b1000;
	else if(data_kb == 8'h46)
		binary_data = 4'b1001;
	else if(data_kb == 8'h79)
		binary_data = 4'b1010;
	else if(data_kb == 8'h7B)
		binary_data = 4'b1011;
	else 
		binary_data = 4'b0000;
end
endmodule
==> design/flow/run.sh <==
#!/bin/bash
# OpenROAD 26Q1-2900-gdf79404cd8, Yosys 0.63+post, stock flow scripts
make -C /OpenROAD-flow-scripts/flow DESIGN_CONFIG=/design/flow/config.mk WORK_HOME=/design/flow/orfs finish
==> design/flow/config.mk <==
export PLATFORM = sky130hd
export DESIGN_NAME = KB_data_binary_conv
export DESIGN_NICKNAME = KB_data_binary_conv
export VERILOG_FILES = /design/flow/design.v
export SDC_FILE = /design/flow/constraint.sdc
export NUM_CORES = 4
export LEC_CHECK = 1
export CORE_AREA = 10 10 70 70
export DIE_AREA = 0 0 80 80
==> design/flow/constraint.sdc <==
current_design KB_data_binary_conv

set clk_period 2.5
set clk_io_pct 0.2

create_clock -name clk0 -period $clk_period

set non_clock_inputs [all_inputs -no_clocks]
set_input_delay [expr $clk_period * $clk_io_pct] -clock clk0 $non_clock_inputs
set_output_delay [expr $clk_period * $clk_io_pct] -clock clk0 [all_outputs]
==> results_dict.tcl <==
# metrics dict for downstream scripts
set metrics [dict create \
    core_area_sq_mm 0.003416 \
    setup_tns_ps 0 \
    relSlewSlack_pct 82.08 \
    layout_min_cycle_time_ps 2433 \
    peakVddDrop_mv 0.01761 \
    rsz0062_at_grt "false" \
    drive_gt1_share_pct 32.65 \
    critPathMaxStageDelay_ps 460 \
    start_kind "input pin" \
    crit_type "in -> out" \
    drtIter0Drc 8 \
    outcome "finished, final reports clean" \
    yosysChipArea_sq_um 215.2 \
    top_area_share_pct 13.95 \
    cp_max_fo 2 \
    cp.required_ps 2000 \
    p_leak_uw 0.0002366 \
    setup_viol 0 \
    design_area_sq_um 479.2 \
    grt_pass1_vias 255 \
    worstPathArrival_ps 1930 \
    crit_top_cell "clkdlybuf4s50_1" \
    placed_area_sq_um 450.4 \
    end_kind "output port" \
    wl_um 783 \
    die-width_um 80 \
    ys_cells 30 \
    vias 293 \
    track_usage_pct 2.286 \
    maxCapViolCount 0 \
    gp_congestion 0.7455 \
    grt.overflow.total 0 \
    antenna_found_initial 0 \
    hold_start "data_kb[2]" \
    slew_viol_final 0 \
    die-area_sq_mm 0.006400 \
    warnings 33 \
    regArea_sq_um 0 \
    ys_top_cells_by_area "nor3b_1, nor4b_1, nand2b_4, and3_1, mux2_2" \
    drc 0 \
    worstSetupEndpoint "binary_data[2]" \
    slowest_stage "clkdlybuf4s50_1" \
    synth.yosys.warnings 1 \
    numPortBuffers 12 \
    cts_hold_buf 0 \
    die_h_um 80 \
    post_cts_buffers 0 \
    hold_path.class "in -> out" \
    ios 12 \
    drtPass1Iterations 2 \
    grt_max_degree 8 \
    finalCritPeriodShare_pct 97.33 \
    lay_top_cells "buf_4, dlygate4sd2_1, dlymetal6s2s_1, nor3b_1, clkdlybuf4s50_1" \
    critPathLaunch "data_kb[0]" \
    n_fill_cell 392 \
    syn_area_sq_um 215.2 \
    drtAntennaViolNets 0 \
    wl_per_cell_um 8.242 \
    flops 0 \
    fp-utilization_pct 6.300 \
    tightest_slew_ps 265.0 \
    nClkBuffers 0 \
    hold_viol 0 \
    final_layout_top_logic_cell "buf_4" \
    synth_cell_type_count 23 \
    rows 21 \
    place_hpwl_um 683.1 \
    cp_cell_sequence "clkdlybuf4s50_1 -> nand2b_4 -> buf_4 -> mux2i_1 -> and3_1 -> clkdlybuf4s50_1" \
    avgSynthCellArea_sq_um 7.174 \
    antenna_cells_inserted 0 \
    finish.utilization_pct 14.03 \
    viasPerCell 3.084 \
    postSynthSeqShare_pct 0 \
    p_total_uw 50.94 \
    grt_pass1_wl_um 1228 \
    synthCells 30 \
    largest_area_cell "nor3b_1" \
    p_per_area_mw_per_mm2 106.3 \
    areaGrowthSynthToFinish_pct 122.7 \
    logic_area_sq_um 222.7 \
    max_freq_ghz 0.4110 \
]
==> synthesized netlist by cell type, drive strengths merged <==
library cell	n
o211ai	1
mux2i	1
a21oi	2
and3	2
nand3	1
or3b	1
xnor2	1
clkbuf	1
nand4b	1
nand3b	1
nor4b	2
o22ai	1
o2111ai	1
mux2	1
inv	2
nand2b	2
buf	1
o21ai	1
nor3	1
nor3b	4
nor2b	1
and3b	1
==> metrics by stage <==
| step | setup slack (ps) | instances | hold WS [ps] |
|---|---|---|---|
| 2_1_floorplan | 847.3 | 30 | 1092 |
| 3_3_place_gp | -237.0 | 95 | 2124 |
| 3_5_place_dp | -188.3 | 95 | 2120 |
| 4_1_cts | -137.6 | 95 | 1833 |
| 5_1_grt | 21.90 | 95 | 1629 |
| 6_report | 66.70 | 95 | 1529 |
==> metal layers <==
layer  wire length, um  vias up  GRT usage [%]
met3                46        0         0.3409
met4                 0        0              0
li1                  -      155              -
met2               341        7          3.692
met5                 0        -              0
met1               396      131          3.296
==> cell families (layout without fill, tap and decap cells) <==
| family | after synthesis | after routing | share of synthesized area (%) |
|---|---|---|---|
| AND-OR/OR-AND | 6 | 6 | 17.44 |
| XOR/XNOR | 1 | 1 | 4.071 |
| buffers and inverters | 4 | 23 | 8.136 |
| multiplexers | 2 | 2 | 9.884 |
| AND/OR/NAND/NOR | 17 | 17 | 60.47 |
==> how the worst min path moves through the flow <==
stage / slack, ps / to / cells after the start
final: 1530 / binary_data[3] / 5
after global routing: 1630 / binary_data[3] / 5
after CTS: 1830 / binary_data[0] / 5
==> where the power goes <==
part | switching [uW] | leakage, uW | internal (uW)
sequential | 0 | 0 | 0
combinational | 19.8 | 0.000237 | 31.1
clock | 0 | 0 | 0
total | 19.8 | 0.000237 | 31.1
==> critical path, delay by kind of cell <==
kind	cells	cell delay, ps
buf+inv	3	1010
simple gates	2	330
mux	1	100
==> area by class of cell <==
| cell class | count | area share (%) |
|---|---|---|
| inverters | 2 | 1.567 |
| multi-input cells | 26 | 46.48 |
| well taps | 46 | 12.01 |
| repair buffers | 21 | 39.95 |
==> what timing repair did <==
action / in CTS / in global routing
gates resized: 7 / 7
endpoints found under the setup margin: 4 / 3
cloned: 0 / 0
pin swaps: 2 / 2
Power is estimated from default activity; no workload was simulated.
