==> design/flow/design.v <==
module seven_segment_decoder(binary_data,seg);
input [3:0] binary_data;
output reg [6:0] seg;
wire [3:0]res;
always@(binary_data)
    begin
        case (binary_data) 
            4'h0 : seg = 7'b1000000;
            4'h1 : seg = 7'b1111001;
            4'h2 : seg = 7'b0100100;
            4'h3 : seg = 7'b0110000;
            4'h4 : seg = 7'b0011001;
            4'h5 : seg = 7'b0010010;
            4'h6 : seg = 7'b0000010;
            4'h7 : seg = 7'b1111000;
            4'h8 : seg = 7'b0000000;
            4'h9 : seg = 7'b0010000;
				4'hA : seg = 7'h39;
				4'hB : seg = 7'h3F;
            default : seg = 7'h06; 
        endcase
	 end
endmodule
==> design/flow/run.sh <==
#!/bin/bash
# OpenROAD 26Q1-2900-gdf79404cd8, Yosys 0.63+post, stock flow scripts
make -C /OpenROAD-flow-scripts/flow DESIGN_CONFIG=/design/flow/config.mk WORK_HOME=/design/flow/orfs finish
==> design/flow/config.mk <==
export PLATFORM = sky130hd
export DESIGN_NAME = seven_segment_decoder
export DESIGN_NICKNAME = seven_segment_decoder
export VERILOG_FILES = /design/flow/design.v
export SDC_FILE = /design/flow/constraint.sdc
export NUM_CORES = 4
export LEC_CHECK = 1
export CORE_AREA = 10 10 70 70
export DIE_AREA = 0 0 80 80
==> design/flow/constraint.sdc <==
current_design seven_segment_decoder

set clk_period 1.0
set clk_io_pct 0.2

create_clock -name clk0 -period $clk_period

set non_clock_inputs [all_inputs -no_clocks]
set_input_delay [expr $clk_period * $clk_io_pct] -clock clk0 $non_clock_inputs
set_output_delay [expr $clk_period * $clk_io_pct] -clock clk0 [all_outputs]
==> impl_metrics.ini <==
; physical design summary
[placement]
port_buffers = 11
placed_cells = 92
gp_congestion = 0.792
dp_hpwl_um = 554

[timing]
slew_violations = 0
setup-violations-final = 7
hold_violations = 0
slew_headroom_pct = 86.7
worst_slack_ns = -0.205
layout_min_cycle_time_ns = 1.21
max_freq_ghz = 0.830
rsz0062_at_grt = yes
finalCritPeriodShare_pct = 121
tightest_slew_ns = 0.197

[routing]
ant_nets = 0
vias = 268
drt_iter0_markers = 14
routed_wl_um = 783
first_pass_iters = 2
vias_per_cell = 2.79
diodes = 0
drc = 0
wl_per_cell_um = 8.16

[finish]
area_growth_pct = 155
clkbuf_count = 0
drive_gt1_share_pct = 74.0
num-fill-cells = 387
regArea_um2 = 0
logic_area_um2 = 260
finish.utilization_pct = 15.1
layoutNonFillerInstCount = 96
n_sequential_cell = 0

[setup_path]
cp-start-kind = input port
crit_slowest_cell = ha_4
path_max_fanout = 4
path_buffers = 4
crit_top_cell = buf_6
crit_chain = buf_8 > buf_6 > ha_4 > buf_6 > o21ai_2 > o31ai_1 > buf_2
critPathTopFamily = buffers and inverters
worstSetupEndpointType = primary output
criticalPathCategory = in -> out
critPathRequiredTime_ns = 0.80
arrival_ns = 1.01
critPathMaxStageDelay_ns = 0.17

[synth]
synth_cells = 30
syn_avg_cell_area_um2 = 6.76
synthTopCellsByArea = ha_1 31%, nor2_1 11%, a21oi_1 7.4%
yosys-stat-area_um2 = 203
synth_area_um2 = 203
ys_cells = 30
largest_area_cell = ha_1
synth_warnings = 1
ys_seq_share_pct = 0
synth.top_cell.area_share_pct = 30.9
synth_cell_type_count = 13

[grt]
antenna_found_initial = 0
overflow = 0
grt_pass1_wl_um = 1210
grtUsageTotal_pct = 2.15
grt_max_degree = 10
grt_pass1_vias = 266

[job]
warnings = 38
maxCapViolCount = 0

[die]
die_height_um = 80
floorplan.core_util_pct = 5.93
io_pins = 11
rows = 21
die_width_um = 80
die-area_mm2 = 0.00640
core-area_mm2 = 0.00342

[worst_hold_path]
hold_class = in -> out
hold_depth = 3
hold_path.startpoint = binary_data[3]
min_to = seg[2]

[status]
status = complete, but fails checks
violations = negative setup slack

[power]
p_leak_nw = 0.235
finalPower_mw = 0.187
cellPowerDensity_mw_per_mm2 = 361
ir_drop_uv = 56.8
==> logic make-up after synthesis <==
logic type      Yosys count  synth area share, %
compound gates           10                 30.2
simple gates              9                 19.1
fa+ha+maj                 5                 30.9
buf+inv                   5                 14.8
mux                       1                 4.94
==> worst min-delay path, stage by stage <==
cell     delay [ns]
buf_4          0.14
o31ai_1        0.08
buf_2          0.11
==> synthesized netlist by cell type <==
cell type	n
a21o_1	2
a21oi_1	3
and2b_2	1
buf_4	1
buf_6	1
ha_1	5
inv_1	3
mux2i_1	1
nand2_1	2
nor2_1	6
o21ai_0	3
o2bb2ai_1	1
o31ai_1	1
==> stage by stage <==
step                setup WS (ns)  setup TNS [ns]  hold slack (ns)  area (um^2)
floorplan                  0.0708               0            0.506          203
global placement           -0.948           -6.37             1.45          404
detailed placement         -0.961           -6.44             1.46          404
CTS                        -0.204          -0.954            0.741          462
global route               -0.266           -1.37            0.763          517
finish                     -0.205           -1.01            0.724          517
==> per-layer routing <==
metal  vias up  global-route usage, %  routed length [um]
met5         -                      0                   0
met3         0                  0.341                  41
met1       122                   2.57                 329
met4         0                      0                   0
met2         4                   4.09                 411
li1        142                      -                   -
==> area by class of cell <==
class                      instances  share of cell area [%]
inverter                           3                    3.15
multi-input combinational         25                    50.4
timing repair buffer              22                    35.4
tap                               46                    11.1
==> power by group <==
part	switching [mW]	internal, mW
Clock	0	0
Sequential	0	0
Combinational	0.0811	0.106
==> timing repair <==
action	CTS	global route
endpoints found under the hold margin	0	0
endpoints found under the setup margin	7	7
resized	61	14
hold buffers	0	0
pin swaps	12	3
setup buffers	4	0
==> placed cells by master, fill, tap and decap left out, types with 2 or more instances in the layout <==
cell     count
a21o_1       2
o21ai_2      2
a21oi_2      2
buf_4        5
nor2_4       2
buf_6        8
nor2_1       4
ha_4         4
inv_2        2
buf_2        8
==> worst max-delay path by stage <==
stage | from | endpoint | slack (ns) | cells past startpoint
4_1_cts | binary_data[0] | seg[0] | -0.20 | 7
6_report | binary_data[1] | seg[2] | -0.21 | 7
5_1_grt | binary_data[0] | seg[0] | -0.27 | 7
Power figures rest on the tool's default switching activity, not on a simulated workload.
