==> design/flow/run.sh <==
#!/bin/bash
# OpenROAD 26Q1-2900-gdf79404cd8, Yosys 0.63+post, stock flow scripts
make -C /OpenROAD-flow-scripts/flow DESIGN_CONFIG=/design/flow/config.mk WORK_HOME=/design/flow/orfs finish
==> design/flow/config.mk <==
export PLATFORM = sky130hd
export DESIGN_NAME = kb_handler
export DESIGN_NICKNAME = kb_handler
export VERILOG_FILES = /design/flow/design.v
export SDC_FILE = /design/flow/constraint.sdc
export NUM_CORES = 4
export LEC_CHECK = 1
export CORE_AREA = 10 10 110 110
export DIE_AREA = 0 0 120 120
==> design/flow/constraint.sdc <==
current_design kb_handler

set clk_period 1.3
set clk_io_pct 0.2

create_clock -name clk0 -period $clk_period [get_ports {clk_50}]

set non_clock_inputs [all_inputs -no_clocks]
set_input_delay [expr $clk_period * $clk_io_pct] -clock clk0 $non_clock_inputs
set_output_delay [expr $clk_period * $clk_io_pct] -clock clk0 [all_outputs]
==> design/flow/design.v <==
module kb_handler(kb_clk,kb_data,rstn,clk_50,data_out,trigger);
input kb_clk,kb_data;
input clk_50,rstn;
output reg [7:0]data_out;
output trigger;
reg [2:0] clk_delayed;
wire kb_clk_delayed,kb_clk_delayed1;
reg [32:0]shift_reg;
reg [5:0]count;
wire rstn_mod;
always @(posedge clk_50)
	clk_delayed <= {clk_delayed[1:0],kb_clk};
assign kb_clk_delayed = clk_delayed[1];
always @(posedge kb_clk_delayed, negedge rstn_mod) 
	begin
		if (!rstn_mod)
			shift_reg <= 33'd0;
		else
			shift_reg <= {kb_data,shift_reg[32:1]};
	end
assign kb_clk_delayed1 = clk_delayed[2];	
assign rstn_mod = (rstn == 1'b0 || count == 6'd33)? 1'b0:1'b1;
always @(posedge kb_clk_delayed1, negedge rstn_mod) 
begin
	if (!rstn_mod)
		count <= 6'd0;
	else
		count <= count + 6'd1;
end
always @(posedge kb_clk_delayed1, negedge rstn) begin
	if (!rstn)
		data_out <= 6'd0;
	else
		if (count == 6'd31)
		data_out <= shift_reg[9:2];
	end
assign trigger = (count == 6'd32)?1'b1:1'b0;
endmodule
==> node_exporter_impl.prom <==
# HELP chip_impl_metric Flow report values
# TYPE chip_impl_metric gauge
chip_impl_info{name="status",value="finished, final reports clean"} 1
chip_impl_metric{name="rd_place_congestion",unit=""} 0.721
chip_impl_info{name="cts_tree",value="built"} 1
chip_impl_metric{name="initialDrtViolationCount",unit=""} 34
chip_impl_metric{name="chipArea",unit="mm²"} 0.0144
chip_impl_metric{name="setup_bufs_post_cts",unit=""} 0
chip_impl_info{name="worst_path_top_cell_family_by_delay",value="buffers and inverters"} 1
chip_impl_metric{name="cts_max_path_buffers",unit=""} 2
chip_impl_metric{name="numPortBuffers",unit=""} 12
chip_impl_info{name="top_cells_by_count",value="dfrtp_1 (45), mux2_2 (8), dfxtp_1 (3), ha_1 (3)"} 1
chip_impl_metric{name="total_leakage_power",unit="nW"} 0.736
chip_impl_metric{name="timing.critical_path.fanout_max",unit=""} 1
chip_impl_metric{name="critPathRequiredTime",unit="ns"} 1.40
chip_impl_metric{name="drt-pass1-iter-count",unit=""} 3
chip_impl_info{name="slowest_stage",value="clkdlybuf4s50_1"} 1
chip_impl_metric{name="largest_register_ff_count",unit=""} 31
chip_impl_metric{name="detailroute.via_count",unit=""} 579
chip_impl_metric{name="grt.overflow.total",unit=""} 0
chip_impl_metric{name="antenna-diode-count",unit=""} 0
chip_impl_metric{name="max_slew.worst_pin.slew",unit="ns"} 0.658
chip_impl_metric{name="groute.usage.overall",unit=""} 0.0257
chip_impl_metric{name="holdBufCountCts",unit=""} 0
chip_impl_metric{name="clk_pin_slew_worst_paths",unit="ns"} 0.03
chip_impl_metric{name="grt_max_degree",unit=""} 38
chip_impl_info{name="ff_type",value="dfrtp_1"} 1
chip_impl_metric{name="ys.flops",unit=""} 48
chip_impl_metric{name="synth-cells-yosys",unit=""} 73
chip_impl_info{name="hp-start",value="clk_delayed[0]"} 1
chip_impl_metric{name="layout-drive-gt1-share",unit=""} 0.176
chip_impl_metric{name="power_per_cell_area",unit="mW/mm²"} 301
chip_impl_metric{name="finalClockPeriodUsage",unit=""} 0.425
chip_impl_metric{name="synth_seq_share",unit=""} 0.834
chip_impl_metric{name="rows",unit=""} 36
chip_impl_metric{name="cts.repair.resized",unit=""} 0
chip_impl_metric{name="power.ir.vdd_worst",unit="µV"} 287
chip_impl_metric{name="dpl.hpwl",unit="mm"} 1.29
chip_impl_metric{name="number_of_antenna_violations_at_the_first_check_in_global_routing",unit=""} 0
chip_impl_metric{name="tool_warnings",unit=""} 27
chip_impl_metric{name="top_area_frac",unit=""} 0.792
chip_impl_metric{name="report.final.slew_viol_count",unit=""} 0
chip_impl_metric{name="finalHoldViolations",unit=""} 0
chip_impl_metric{name="place_ws",unit="ns"} 0.527
chip_impl_metric{name="final.setup.worst_slack",unit="ns"} 0.747
chip_impl_metric{name="fp_util",unit=""} 0.146
chip_impl_metric{name="maxCapViolations",unit=""} 0
chip_impl_metric{name="setup.reg_to_reg.worst_slack",unit="ns"} 0.90
chip_impl_metric{name="period_needed",unit="ns"} 0.553
chip_impl_metric{name="die_width",unit="µm"} 120
chip_impl_info{name="hp-class",value="flop to flop"} 1
chip_impl_metric{name="untimed_endpoints",unit=""} 54
chip_impl_metric{name="register_pins_left_without_a_clock",unit=""} 45
chip_impl_metric{name="ys_async_sr_fraction",unit=""} 0.938
chip_impl_metric{name="r2r_cells",unit=""} 0
chip_impl_metric{name="cts_made_buffers",unit=""} 3
chip_impl_info{name="type_of_destination_of_the_critical_path",value="flop"} 1
chip_impl_info{name="critPathLaunchType",value="primary input"} 1
chip_impl_metric{name="postRouteWirelength",unit="mm"} 1.75
chip_impl_metric{name="first_global_vias",unit=""} 623
chip_impl_metric{name="count_of_flip_flops_with_a_built_in_enable_after_synthesis",unit=""} 0
chip_impl_metric{name="clock_tree.htree_level_count",unit=""} 1
chip_impl_info{name="synth_dominant_cell_count",value="dfrtp_1"} 1
chip_impl_metric{name="skew_pair_late_insertion_delay",unit="ns"} 0.21
chip_impl_metric{name="core_region_area",unit="mm²"} 0.00977
chip_impl_metric{name="avgRoutedWirePerCell",unit="µm"} 7.82
chip_impl_metric{name="clock_skew",unit="ns"} 0.00211
chip_impl_info{name="cts.root.buffer_cell",value="clkbuf_8"} 1
chip_impl_metric{name="fmaxAchievable",unit="MHz"} 1810
chip_impl_info{name="critical_path_class",value="primary input to flop"} 1
chip_impl_metric{name="cp.buffers_inverters",unit=""} 1
chip_impl_info{name="crit-reg2reg-capture",value="clk_delayed[2]"} 1
chip_impl_metric{name="ys_chip_area",unit="mm²"} 0.00142
chip_impl_info{name="grt_setup_unrepaired",value="no"} 1
chip_impl_metric{name="flow.area_growth_from_synthesis",unit="%"} 25.2
chip_impl_info{name="post_synth_main_area_contributors",value="dfrtp_1 (79%), mux2_2 (6.3%), dfxtp_1 (4.2%)"} 1
chip_impl_metric{name="route.antenna.remaining_nets",unit=""} 0
chip_impl_info{name="cp_cell_sequence",value="clkdlybuf4s50_1"} 1
chip_impl_info{name="worstHoldEndpoint",value="clk_delayed[1]"} 1
chip_impl_metric{name="cell_area_synth",unit="mm²"} 0.00142
chip_impl_metric{name="worst-endpoint-arrival",unit="ns"} 0.65
chip_impl_metric{name="drc",unit=""} 0
chip_impl_metric{name="grt_pass1_wl",unit="mm"} 3.13
chip_impl_info{name="netlist.top_cell.by_area",value="dfrtp_1"} 1
chip_impl_metric{name="worst_path_largest_cell_delay",unit="ns"} 0.39
chip_impl_metric{name="die.size.y",unit="µm"} 120
chip_impl_metric{name="top_level_ports",unit=""} 13
chip_impl_metric{name="timing.max_slew.rel_slack",unit=""} 0.555
chip_impl_metric{name="synth_cells",unit=""} 73
chip_impl_metric{name="setup_viol",unit=""} 0
chip_impl_metric{name="timing.hold.worst_path_depth",unit=""} 0
chip_impl_metric{name="setup_total_negative_slack",unit="ns"} 0
chip_impl_metric{name="synth.lib_cells_used.distinct",unit=""} 14
chip_impl_info{name="r2r_start",value="clk_delayed[1]"} 1
chip_impl_metric{name="post_drt_via_cell_ratio",unit=""} 2.58
chip_impl_metric{name="yosysWarnings",unit=""} 7
chip_impl_metric{name="synth_area_per_cell",unit="µm²"} 19.5
[cell usage in the layout (no fill, tap or decap)]
cell              n
inv_1             2
and2_1            1
clkbuf_8          3
xnor2_1           2
ha_1              3
mux2_2            8
buf_4             2
dfxtp_1           3
nor4b_1           1
xor2_1            2
nor3_1            1
dfrtp_1          45
clkdlybuf4s50_1  12
clkbuf_1          1
nand3_1           2
nand3_2           1
nor3b_4           1
a21boi_4          1
[how the worst max path moves through the flow]
stage | endpoint | from | cells past startpoint
after global routing | clk_delayed[0] | kb_clk | 1
after CTS | clk_delayed[0] | kb_clk | 1
final | clk_delayed[0] | kb_clk | 1
[cells by family after synthesis]
| kind of cell | synth area share |
|---|---|
| AND-OR/OR-AND | 0.00528 |
| XOR/XNOR | 0.0246 |
| adder cells (fa/ha/maj) | 0.0264 |
| buffers and inverters | 0.00528 |
| flip-flops | 0.834 |
| multiplexers | 0.0633 |
| AND/OR/NAND/NOR | 0.0413 |
[area by class of cell]
cell class / instances / area, µm²
clock buffer: 4 / 45.0
fill: 1049 / 7990
inverter: 2 / 7.51
multi-input combinational: 23 / 240
sequential: 48 / 1190
tap: 133 / 166
timing repair buffer: 14 / 135
[routing by layer]
layer	part of all wire	global-route usage
met1	0.54	0.0400
met2	0.42	0.0371
met3	0.037	0.00666
met4	0	0.000754
met5	0	0
[metrics by stage]
step / hold slack, ns / instance area, µm² / std cells / utilization / power, mW
after floorplan: 0.288 / 1420 / 73 / - / 0.230
after global placement: 0.313 / 1740 / 220 / 0.178 / 0.276
after detailed placement: 0.318 / 1740 / 220 / 0.178 / 0.278
after CTS: 0.325 / 1780 / 224 / 0.182 / 0.552
after global routing: 0.347 / 1780 / 224 / 0.182 / 0.577
final: 0.321 / 1780 / 224 / 0.182 / 0.536
[report_power, final]
group / internal (mW) / switching [mW]
Clock: 0.209 / 0.0554
Combinational: 0.0272 / 0.0404
Sequential: 0.188 / 0.0165
Total: 0.424 / 0.112
Power figures rest on the tool's default switching activity, not on a simulated workload.
